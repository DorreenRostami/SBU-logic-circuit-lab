### design.v
module ringcounter(input  clk,
input  reset,
output reg [7:0]q);
always @(posedge clk) 
begin   	
	if (reset)
		q <= 8'b00000001;
	else
	begin
		q[7]<=q[0];
		q[6]<=q[7];
		q[5]<=q[6];
		q[4]<=q[5];
		q[3]<=q[4];
		q[2]<=q[3];
		q[1]<=q[2];
		q[0]<=q[1];
	end
end
endmodule 
### run.sh
#!/bin/bash
# OpenROAD 26Q1-2900-gdf79404cd8, Yosys 0.63+post, stock flow scripts
make -C /OpenROAD-flow-scripts/flow DESIGN_CONFIG=/design/flow/config.mk WORK_HOME=/design/flow/orfs finish
### config.mk
export PLATFORM = sky130hd
export DESIGN_NAME = ringcounter
export DESIGN_NICKNAME = ringcounter
export VERILOG_FILES = /design/flow/design.v
export SDC_FILE = /design/flow/constraint.sdc
export NUM_CORES = 4
export LEC_CHECK = 1
export CORE_AREA = 10 10 70 70
export DIE_AREA = 0 0 80 80
### constraint.sdc
current_design ringcounter

set clk_period 1.0
set clk_io_pct 0.2

create_clock -name clk0 -period $clk_period [get_ports {clk}]

set non_clock_inputs [all_inputs -no_clocks]
set_input_delay [expr $clk_period * $clk_io_pct] -clock clk0 $non_clock_inputs
set_output_delay [expr $clk_period * $clk_io_pct] -clock clk0 [all_outputs]
==> impl_metrics.csv <==
group,metric,value,unit
global_routing,antenna_found_initial,0,
floorplanning,core,0.00342,mm^2
final_timing,period_minus_slack,0.943,ns
final_timing,slew_headroom,86.1,%
cts,cts_sinks,8,
power,power_density,1570,mW/mm^2
routing,drtAntennaViolNets,0,
routing,drcViolationCount,0,
worst_hold_path,hold_path.class,"flip-flop to flip-flop",
layout,drive_gt1_share,51.7,%
placed_design,dp_cells,72,
global_routing,gr-usage-all-layers,2.02,%
power,peakVddDrop,0.430,mV
final_timing,rsz0062_at_grt,"false",
outcome,status,"finished clean",
layout,stdcell_count,75,
yosys,ys_warn_count,1,
cts,clock_path_buffers,2,
yosys,synth_stat.cells,16,
placed_design,port_buffers,9,
worst_setup_path,worstPathRequired,0.80,ns
final_timing,hold_violations,0,
final_timing,worst_pin_slew,0.209,ns
yosys,synth_chip_area,210,um^2
cts,cts_tree,"done",
worst_setup_path,crit_slowest_cell,"dfxtp_2",
cts,worstSkewPairLatency,0.25,ns
global_routing,grt_max_degree,7,
final_timing,drv_slew,0,
worst_setup_path,crit_path_end_kind,"primary output",
placed_design,place_congestion,0.710,
routing,wire_per_inst,7.13,um
run,cap_violations,0,
yosys,ys_seq_share,76.2,%
run,warnings,25,
global_routing,grt_pass1_vias,176,
cts,ctsRootBufferMaster,"clkbuf_4",
worst_setup_path,critPathArrivalTime,0.74,ns
routing,first_pass_iters,2,
routing,route.vias.total,142,
worst_setup_path,crit_type,"flip-flop to primary output",
layout,area_growth,82.1,%
routing,antenna_cells,0,
final_timing,setup_violations,0,
floorplanning,num_rows,21,
yosys,ys_ff,8,
layout,top_register,"q",
floorplanning,die_h,80,um
layout,largest_reg_flops,8,
yosys,synthesis.area,210,um^2
worst_setup_path,worst_path_largest_cell_delay,0.32,ns
layout,top_regs,"q: 8 flops",
yosys,synthCells,16,
worst_setup_path,path_cells,"clkdlybuf4s15_1",
cts,cts_max_level,1,
worst_setup_path,crit_buf_inv,1,
worst_setup_path,critPathMaxFanout,2,
routing,via_per_inst,1.89,
routing,wl,535,um
routing,drtIter0Drc,7,
yosys,avgSynthCellArea,13.1,um^2
global_routing,grt_pass1_wl,910,um
worst_setup_path,start_kind,"flip-flop",
final_timing,tns,0,ns
yosys,yosysUniqueCellTypes,3,
floorplanning,num_io_pins,10,
floorplanning,fp_util,6.15,%
final_timing,finalClockPeriodUsage,94.3,%
final_timing,max_clock_freq,1060,MHz
cts,clk_pin_slew,0.05,ns
cts,post-cts-setup-buffers,0,
worst_setup_path,crit_family,"flip-flops",
floorplanning,chip_area,0.00640,mm^2
cts,cts_buffers,3,
floorplanning,die_x,80,um
power,p_leak,0.146,nW
global_routing,grt.overflow.total,0,
final_timing,fin_worst_skew,0.000498,ns
[metrics by stage]
stage,util (%),power [mW],area (um^2),worst slack (ns),hold slack (ns)
floorplan,-,0.341,210,0.427,0.272
global placement,10.7,0.369,365,-0.0555,0.417
detailed placement,10.7,0.370,365,-0.0898,0.418
CTS,11.6,0.613,397,0.0281,0.430
global route,11.2,0.644,383,0.00182,0.450
finish,11.2,0.601,383,0.0566,0.420
[routing by layer]
| layer | global-route usage, % | up-vias | routed length [um] |
|---|---|---|---|
| met5 | 0 | - | 0 |
| met3 | 3.07 | 0 | 149 |
| met4 | 0.176 | 0 | 0 |
| met2 | 1.52 | 13 | 114 |
| met1 | 2.69 | 55 | 272 |
| li1 | - | 74 | - |
[placed cells by master (no fill, tap or decap)]
| cell type | count |
|---|---|
| nor2b_1 | 7 |
| clkdlybuf4s50_1 | 1 |
| clkbuf_2 | 3 |
| buf_4 | 1 |
| clkdlybuf4s15_1 | 5 |
| clkbuf_4 | 3 |
| or2_1 | 1 |
| dfxtp_2 | 8 |
[layout make-up]
| cell class | instances | area (um^2) |
|---|---|---|
| sequential | 8 | 170 |
| fill | 406 | 3030 |
| tap | 46 | 57.6 |
| clock buffer | 3 | 22.5 |
| multi-input combinational | 8 | 50.0 |
| timing repair buffer | 10 | 82.6 |
[cell usage after synthesis, drive strengths merged]
| cell type | number | area share [%] |
|---|---|---|
| nor2b | 7 | 21 |
| or2 | 1 | 3.0 |
| dfxtp | 8 | 76 |
[cells by family after synthesis]
group	Yosys count	synth area share, %
DFF	8	76.2
and+or+nand+nor	8	23.8
[power breakdown]
| part | switching (mW) | total [mW] | internal [mW] |
|---|---|---|---|
| Combinational | 0.00762 | 0.0266 | 0.0190 |
| Sequential | 0.00429 | 0.334 | 0.329 |
| Clock | 0.104 | 0.241 | 0.137 |
| Total | 0.116 | 0.601 | 0.485 |
[path summary, 6_finish.rpt]
kind / start / endpoint / slack, ns / depth (start not counted)
min: q[1] / q[0] / 0.42 / 1
max reg2reg: q[1] / q[0] / 0.39 / 1
min reg2reg: q[1] / q[0] / 0.42 / 1
max: q[2] / q[2] / 0.06 / 1
[repair_timing]
item,4_1_cts,5_1_grt
resized,23,4
setup endpoints to repair,8,3
hold buffers,0,0
Power and IR drop assume default switching activity.
