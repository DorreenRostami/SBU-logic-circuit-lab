$ cat design/flow/run.sh
#!/bin/bash
# OpenROAD 26Q1-2900-gdf79404cd8, Yosys 0.63+post, stock flow scripts
make -C /OpenROAD-flow-scripts/flow DESIGN_CONFIG=/design/flow/config.mk WORK_HOME=/design/flow/orfs finish
$ cat design/flow/config.mk
export PLATFORM = sky130hd
export DESIGN_NAME = ALU
export DESIGN_NICKNAME = ALU
export VERILOG_FILES = /design/flow/design.v
export SDC_FILE = /design/flow/constraint.sdc
export NUM_CORES = 4
export LEC_CHECK = 1
export CORE_AREA = 10 10 70 70
export DIE_AREA = 0 0 80 80
$ cat design/flow/constraint.sdc
current_design ALU

set clk_period 2.7
set clk_io_pct 0.2

create_clock -name clk0 -period $clk_period

set non_clock_inputs [all_inputs -no_clocks]
set_input_delay [expr $clk_period * $clk_io_pct] -clock clk0 $non_clock_inputs
set_output_delay [expr $clk_period * $clk_io_pct] -clock clk0 [all_outputs]
$ cat design/flow/design.v
`timescale 1ns / 1ps
module ALU(
    input nCn,
    input M,
    input [3:0] S,
    input [3:0] A,
    input [3:0] B,
    output [3:0] F,
    output AEQB,
    output G,
    output P,
    output nCn4
    );
	wire [3:0] nP, nG, tmp;
	wire nM, C0;
	wire [13:0] a;
	not_gate n0(M, nM);
	Block1 b1(A[0], B[0], S, nP[0], nG[0]);
	Block1 b2(A[1], B[1], S, nP[1], nG[1]);
	Block1 b3(A[2], B[2], S, nP[2], nG[2]);
	Block1 b4(A[3], B[3], S, nP[3], nG[3]);
	and_gate U0({nM, nCn}, tmp[0]);
	not_gate n1(tmp[0], a[0]);
	xor_gate x0(nP[0], nG[0], C0);
	xor_gate x1(a[0], C0, F[0]);
	and_gate 		U1({nM, nP[0]}, a[1]);
	and_gate #(3) 	U2({nM, nG[0], nCn}, a[2]);
	Block2 			b5(a[2:1], {nP[1], nG[1]}, F[1]);
	and_gate 		U3({nM, nP[1]}, a[3]);
	and_gate #(3) 	U4({nM, nP[0], nG[1]}, a[4]);
	and_gate #(4) 	U5({nM, nCn, nG[0], nG[1]}, a[5]);
	Block2 	#(3)	b6(a[5:3], {nP[2], nG[2]}, F[2]);
	and_gate 		U6({nM, nP[2]}, a[6]);
	and_gate #(3) 	U7({nM, nP[1], nG[2]}, a[7]);
	and_gate #(4) 	U8({nM, nP[0], nG[1], nG[2]}, a[8]);
	and_gate #(5) 	U9({nM, nCn, nG[0], nG[1], nG[2]}, a[9]);
	Block2 	#(4)	b7(a[9:6], {nP[3], nG[3]}, F[3]);
	and_gate #(4) 	U10({nP[0], nG[1], nG[2], nG[3]}, a[10]);
	and_gate #(3) 	U11({nP[1], nG[2], nG[3]}, a[11]);
	and_gate 		U12({nP[2], nG[3]}, a[12]);
	and_gate 	 	U13({1, nP[3]}, a[13]);
	or_gate 	#(4)	V0(a[13:10], tmp[3]);
	not_gate 		n2(tmp[3], P);
	and_gate #(4) 	UE(F, AEQB);
	and_gate #(4) 	UG({nG[0], nG[1], nG[2], nG[3]}, tmp[1]);
	not_gate 		n3(tmp[1], G);
	and_gate #(5) 	UH({nCn, nG[0], nG[1], nG[2], nG[3]}, tmp[2]);
	or_gate V1(tmp[3:2], nCn4);
endmodule
`timescale 1ns / 1ps
module Block1(
    input a,
    input b,
    input [3:0] S,
    output P,
    output G
    );
	wire nB;
	wire [3:0]t;
	assign nB = ~b;
	assign t[0] = b & S[0];
	assign t[1] = nB & S[1];
	assign t[2] = S[2] & nB & a;
	assign t[3] = S[3] & b & a;	
	assign P = ~(a | t[0] | t[1]);
	assign G = ~(t[2] | t[3]);
endmodule
`timescale 1ns / 1ps
module Block2 #(parameter WIDTH = 2)(
    input [WIDTH-1:0] A,
    input [1:0] B,
    output C
    );
	wire t1, t2;
	assign t1 = ~(|A);
	assign t2 = ^B;
	assign C = t1^t2;
endmodule
`timescale 1ns / 1ps
module and_gate #(parameter WIDTH = 2)(
    input [WIDTH-1:0] A,
    output B
    );
	assign B = &A;
endmodule
`timescale 1ns / 1ps
module not_gate(
    input A,
    output B
    );
	assign B = ~A;
endmodule
`timescale 1ns / 1ps
module or_gate #(parameter WIDTH = 2)(
    input [WIDTH-1:0] A,
    output B
    );
	assign B = |A;
endmodule
`timescale 1ns / 1ps
module xor_gate(
    input A,
    input B,
    output C
    );
	assign C = A ^ B;
endmodule
==> impl_results.rst <==
Implementation results
======================

.. list-table::
   :header-rows: 1

   * - Metric
     - Value
   * - Source of the critical timing path
     - S[3]
   * - Hold Path Stages
     - 6
   * - Setup Slack @ Placement
     - -0.7709 ns
   * - Leakage
     - 0.4370 nW
   * - Final design utilization
     - 28.72%
   * - Register area share after synthesis
     - 0%
   * - Die Span Y
     - 80 um
   * - Class of the tightest hold or removal check
     - in -> out
   * - Number of warnings in the stage logs
     - 34
   * - Ports
     - 22
   * - Chip area line of the yosys report
     - 422.9 um2
   * - Unrepaired setup endpoints after global routing
     - true
   * - Xor and xnor fraction of the mapped netlist area
     - 4.142%
   * - Synth Area in Adders
     - 0%
   * - Share of cells above drive strength 1
     - 59.80%
   * - Post-synth top area share
     - 7.988%
   * - Status
     - finished clean
   * - Wire length of the first global-routing pass
     - 2.994 mm
   * - Total of clock buffers placed in the layout
     - 0
   * - Worst path bufs/invs
     - 2
   * - Cell with the largest stage delay on the worst path
     - sky130_fd_sc_hd__mux4_2
   * - Required time at the endpoint of the critical path
     - 2.16 ns
   * - Final Max-Slew Violation Tally
     - 0
   * - Number of design rule violations left after detail routing
     - 0
   * - Synth top cell by count
     - sky130_fd_sc_hd__nand2_1
   * - Endpoint with the worst hold slack
     - AEQB
   * - Complex Gates by Area
     - 35.80%
   * - Dominant combinational family
     - AND-OR/OR-AND gates
   * - Die X-Extent
     - 80 um
   * - Dominant cells by area after synthesis
     - sky130_fd_sc_hd__mux2_2 8.0%, sky130_fd_sc_hd__buf_4 7.1%, sky130_fd_sc_hd__nand2_1 6.2%
   * - P per Cell Area
     - 191.0 mW/mm2
   * - Total congestion overflow after global routing
     - 0
   * - Number of different library cells in the post-synthesis netlist
     - 29
   * - Arrival time of the worst setup path
     - 2.12 ns
   * - Final worst-path setup slack
     - 0.03656 ns
   * - Syn_area_per_cell
     - 7.419 um2
   * - Hold Violations, Final
     - 0
   * - Worst path max stage delay
     - 0.50 ns
   * - Largest net degree at the start of global routing
     - 6
   * - Mux frac, synth
     - 21.60%
   * - Area post-placement
     - 850.8 um2
   * - Total number of yosys warnings
     - 1
   * - Total non-filler cell area in the finished layout
     - 980.9 um2
   * - Number of global-route vias before repair
     - 646
   * - Fraction of the cycle the final worst path needs
     - 98.65%
   * - Number of rows in the core area
     - 21
   * - Synthesized instance count
     - 57
   * - DRC marker count from the first detailed-route iteration
     - 14
   * - Hold Worst Slack
     - 1.767 ns
   * - GRT Util Overall
     - 5.394%
   * - CP top delay family
     - multiplexers
   * - Area used by sequential logic in the layout
     - 0 um2
   * - Kind of start point of the critical path
     - input pin
   * - Placeable core region
     - 0.003416 mm2
   * - Maximum achievable frequency
     - 375.5 MHz
   * - Final Power
     - 0.0001874 W
   * - Antenna violation net count after detailed routing
     - 0
   * - Aggregate routed wire length
     - 1.658 mm
   * - Clock period minus worst slack
     - 2.663 ns
   * - Post-synthesis share of cell area spent on and, or, nand and nor gates
     - 27.81%
   * - Critical hold path startpoint
     - B[2]
   * - Seq_cells
     - 0
   * - Number of antenna violations at the first check in global routing
     - 0
   * - Reported max-cap violation count
     - 0
   * - Via count of the routed design
     - 599
   * - Setup violation total in the final timing report
     - 0
   * - FP Core Util
     - 12.38%
   * - Yosys cell count
     - 57
   * - Routability congestion estimate from global placement
     - 0.8458
   * - Post-detailed-route wirelength per cell
     - 11.20 um
   * - Total inserted antenna cells
     - 0
   * - Via density
     - 4.047
   * - Slew margin rel.
     - 74.14%
   * - Detailed placement HPWL
     - 1.348 mm
   * - Largest fanout of any net on the critical path
     - 4
   * - Critical path class
     - in -> out
   * - Series of cell instances along the critical path
     - clkdlybuf4s15_2 -> mux4_2 -> or4_1 -> o211a_1 -> a221oi_2 -> buf_2
   * - Area grow syn2layout
     - 132.0%
   * - Slew at the pin closest to its max-slew limit
     - 0.3856 ns
   * - Die area
     - 0.006400 mm2
   * - Ranking of synthesized cells by instance count
     - 7 x sky130_fd_sc_hd__nand2_1, 5 x sky130_fd_sc_hd__nor2_1, 4 x sky130_fd_sc_hd__buf_4, 4 x sky130_fd_sc_hd__inv_1
   * - Detailed Routing Iterations Pass 1
     - 4
   * - Synth area leader
     - sky130_fd_sc_hd__mux2_2
   * - Filler instances
     - 358
   * - Crit path capture type
     - primary output
   * - Max VDD drop
     - 0.00008426 V
   * - Synthesized area
     - 422.9 um2
   * - Number of I/O port buffers
     - 22
==> layout by cell type (no fill, tap or decap), types with 2 or more instances in the layout <==
| cell type | n |
|---|---|
| sky130_fd_sc_hd__and2_4 | 2 |
| sky130_fd_sc_hd__buf_2 | 5 |
| sky130_fd_sc_hd__buf_4 | 24 |
| sky130_fd_sc_hd__buf_6 | 2 |
| sky130_fd_sc_hd__clkbuf_2 | 2 |
| sky130_fd_sc_hd__clkdlybuf4s15_2 | 2 |
| sky130_fd_sc_hd__clkdlybuf4s50_1 | 3 |
| sky130_fd_sc_hd__dlygate4sd2_1 | 10 |
| sky130_fd_sc_hd__inv_1 | 3 |
| sky130_fd_sc_hd__mux2_4 | 4 |
| sky130_fd_sc_hd__nand2_1 | 4 |
| sky130_fd_sc_hd__nand2_2 | 2 |
| sky130_fd_sc_hd__nor2_1 | 4 |
| sky130_fd_sc_hd__nor3_4 | 2 |
| sky130_fd_sc_hd__o211ai_1 | 3 |
==> how the worst max path moves through the flow <==
stage / slack (ns) / cells past startpoint / to
final: 0.04 / 6 / AEQB
after CTS: -0.02 / 7 / AEQB
after global routing: -0.05 / 7 / AEQB
==> per-stage QoR <==
step,setup TNS (ns),instances
2_1_floorplan,0,57
3_3_place_gp,-3.808,145
3_5_place_dp,-3.725,145
4_1_cts,-0.01775,148
5_1_grt,-0.04507,148
6_report,0,148
==> cell families (layout without fill, tap and decap cells) <==
family                 after synthesis  count (layout)
AND/OR/NAND/NOR                     23              23
AND-OR/OR-AND                       17              17
buffers and inverters                8              53
multiplexers                         7               7
XOR/XNOR                             2               2
==> power breakdown <==
| part | internal (W) | total [W] | leakage [nW] | switching, W |
|---|---|---|---|---|
| clock | 0 | 0 | 0 | 0 |
| sequential | 0 | 0 | 0 | 0 |
| combinational | 0.000113 | 0.000187 | 0.437 | 0.0000747 |
| total | 0.000113 | 0.000187 | 0.437 | 0.0000747 |
==> timing repair <==
item,in CTS,in global routing
setup buffers,3,1
pin swaps,9,3
hold buffers,0,0
endpoints found under the setup margin,8,4
resized,62,7
==> final cells by class <==
type | instances | area (um2) | share of cell area (%)
multi-input cells | 49 | 510.5 | 52.04
well taps | 46 | 57.56 | 5.867
inverters | 4 | 15.01 | 1.531
repair buffers | 49 | 397.9 | 40.56
==> per-layer routing <==
| metal | GRT usage [%] | wire, um | up-vias |
|---|---|---|---|
| met2 | 9.149 | 716 | 18 |
| met1 | 7.570 | 852 | 273 |
| met3 | 0.5682 | 89 | 0 |
| li1 | - | - | 308 |
| met5 | 0 | 0 | - |
| met4 | 0 | 0 | 0 |
Power and IR drop assume default switching activity.
